[flow/design.v]
module spi_slaver(
    input           clk,
    input           rst,
    input           cs,
    input           sck,
    input           MOSI,
    output reg      MISO,
    output reg[7:0] rxd_out,
    input [7:0]     txd_data,
    output          rxd_flag
);
reg [2:0] sck_sync;
reg [2:0] cs_sync;
wire sck_rising, sck_falling;
wire cs_active;
always @(posedge clk or negedge rst) begin
    if (!rst) begin
        sck_sync <= 3'b000;
        cs_sync <= 3'b111;
    end else begin
        sck_sync <= {sck_sync[1:0], sck};
        cs_sync <= {cs_sync[1:0], cs};
    end
end
assign sck_rising = (sck_sync[2:1] == 2'b01);   
assign sck_falling = (sck_sync[2:1] == 2'b10);  
assign cs_active = ~cs_sync[1];   
reg [7:0] rxd_shift;
reg [3:0] bit_count_rx;
reg rxd_done;
always @(posedge clk or negedge rst) begin
    if (!rst) begin
        rxd_shift <= 8'b0;
        bit_count_rx <= 4'd0;
        rxd_done <= 1'b0;
        rxd_out <= 8'b0;
    end else if (!cs_active) begin
        rxd_shift <= 8'b0;
        bit_count_rx <= 4'd0;
        rxd_done <= 1'b0;
    end else if (sck_rising) begin
        rxd_shift <= {rxd_shift[6:0], MOSI};
        bit_count_rx <= bit_count_rx + 4'd1;
        if (bit_count_rx == 4'd7) begin
            rxd_out <= {rxd_shift[6:0], MOSI};
            rxd_done <= 1'b1;
        end else begin
            rxd_done <= 1'b0;
        end
    end else begin
        rxd_done <= 1'b0;
    end
end
reg rxd_done_prev;
always @(posedge clk or negedge rst) begin
    if (!rst) begin
        rxd_done_prev <= 1'b0;
    end else begin
        rxd_done_prev <= rxd_done;
    end
end
assign rxd_flag = rxd_done && !rxd_done_prev;
reg [7:0] txd_shift;
reg [3:0] bit_count_tx;
always @(posedge clk or negedge rst) begin
    if (!rst) begin
        txd_shift <= 8'b0;
        bit_count_tx <= 4'd0;
        MISO <= 1'b0;
    end else if (!cs_active) begin
        txd_shift <= 8'b0;
        bit_count_tx <= 4'd0;
        MISO <= 1'b0;
    end else if (cs_active && bit_count_tx == 0) begin
        txd_shift <= txd_data;
        MISO <= txd_data[7];
        bit_count_tx <= 4'd1;
    end else if (sck_falling) begin
        if (bit_count_tx < 4'd8) begin
            txd_shift <= {txd_shift[6:0], 1'b0};
            MISO <= txd_shift[6];
            bit_count_tx <= bit_count_tx + 4'd1;
        end
    end
end
endmodule
[flow/run.sh]
#!/bin/bash
# OpenROAD 26Q1-2900-gdf79404cd8, Yosys 0.63+post, stock flow scripts
make -C /OpenROAD-flow-scripts/flow DESIGN_CONFIG=/design/flow/config.mk WORK_HOME=/design/flow/orfs finish
[flow/config.mk]
export PLATFORM = sky130hd
export DESIGN_NAME = spi_slaver
export DESIGN_NICKNAME = spi_slaver
export VERILOG_FILES = /design/flow/design.v
export SDC_FILE = /design/flow/constraint.sdc
export NUM_CORES = 4
export LEC_CHECK = 1
export CORE_AREA = 10 10 105 105
export DIE_AREA = 0 0 115 115
[flow/constraint.sdc]
current_design spi_slaver

set clk_period 4.7
set clk_io_pct 0.2

create_clock -name clk0 -period $clk_period [get_ports {clk}]

set non_clock_inputs [all_inputs -no_clocks]
set_input_delay [expr $clk_period * $clk_io_pct] -clock clk0 $non_clock_inputs
set_output_delay [expr $clk_period * $clk_io_pct] -clock clk0 [all_outputs]
==> Slide: Implementation Results <==
Synthesis and Place & Route Summary

Outcome
  – Status: complete, no violations

Clocking
  – Clock slew seen by the registers of the worst setup and hold paths: 0.07 ns
  – Clock sinks: 38
  – H-tree levels: 2
  – Setup repair bufs after CTS: 0
  – TritonCTS buffer count: 5
  – Root Driver: clkbuf_8
  – CTS Hold Bufs: 0
  – CTS tree: done
  – CTS max path bufs: 2
  – Late-Pin Clk Latency: 0.28 ns
  – Post-CTS sizing: 0

Die
  – # rows: 34
  – Die outline height: 115 um
  – Die area: 13200 um^2
  – I/O pins: 23
  – FP Util: 0.188
  – Core area: 8760 um^2
  – DIE WIDTH: 115 um

GRT
  – GRT Residual Overflow: 0
  – Vias in the first global route: 1096
  – Pin count of the biggest net entering global routing: 39
  – GRT Total Usage: 0.0465
  – Initial antenna violation count: 0
  – First-pass GRT wire length: 5220 um

Detailed routing
  – Antenna diode count: 0
  – Via density: 3.81
  – # DRC: 0
  – Via count: 1048
  – Routed length per instance: 10.5 um
  – Routed Antenna Nets: 0
  – Drt first pass iters: 4
  – DRT Wirelength: 2890 um
  – DRT iter0 DRCs: 27

Placement
  – Post-Place Cell Area: 1970 um^2
  – I/O Buffers: 22
  – GP Congestion: 0.734
  – Post-DP HPWL: 2000 um

Power and ir drop
  – Pleak: 0.908 nW
  – Total power: 650 uW
  – Worst VDD drop: 0.000168 V
  – Pwr/cell area: 315 nW/um^2

Worst setup path
  – Worst EP required: 3.76 ns
  – Critical path arrival: 1.21 ns
  – Setup CP Type: register to primary output
  – FF-to-FF setup slack: 2.78 ns
  – Crit start category: register
  – Setup crit end kind: primary output
  – Critical path peak fanout: 2

Timing
  – Endpoints failing setup: 0
  – Final Hold Fails: 0
  – Slew Limit Headroom: 0.513
  – RSZ-0062 raised after global routing: false
  – Layout Skew: 0.00428 ns
  – Pins Over Slew Limit: 0
  – Worst slew pin tran: 0.727 ns
  – Post-layout min period: 2.15 ns
  – Setup TNS: 0 ns
  – Fin crit share: 0.457
  – Max Clock Freq: 0.466 GHz
  – Hold Slack: 0.357 ns

Min path
  – Hold/Removal Path Class: register to register

Logic synthesis
  – Post-Syn Area per Cell: 11.5 um^2
  – Cell variety after synth: 32
  – Cell count in the Yosys report: 143
  – Seq/Total Area, Yosys: 0.578
  – Mapped cell area: 1650 um^2
  – Yosys chip area: 1650 um^2
  – Post-Synthesis Cells: 143
  – Post-synthesis register bit count: 38
  – Synth warn: 1

Finish
  – Ratio of cells with drive above 1 in the final layout: 0.150
  – Comb area: 613 um^2
  – FILL cells: 928
  – Final Util: 0.236
  – Flop area: 953 um^2
  – Post-route cell area: 2060 um^2
  – Syn-to-layout area delta: 25.2%

Job
  – Tool warnings: 26
  – Max Cap Violations: 0
## cell usage after synthesis, drive strengths merged
master / count / area [um^2]
a211o: 7 / 61.3
dfstp: 2 / 52.6
a2bb2oi: 7 / 61.3
xor2: 1 / 8.76
and4bb: 1 / 12.5
nor4b: 1 / 23.8
nor3b: 2 / 20.0
nor2: 3 / 11.3
inv: 10 / 37.5
nor3: 5 / 25.0
nand3b: 1 / 7.51
mux2: 8 / 90.1
nand2: 24 / 90.1
o21a: 1 / 7.51
nand4: 1 / 21.3
dfrtp: 36 / 901
nand3: 1 / 5.00
or3: 2 / 12.5
clkbuf: 1 / 3.75
xnor2: 2 / 17.5
and2b: 1 / 7.51
and4b: 1 / 10.0
o21ai: 2 / 10.0
nand2b: 1 / 6.26
a21oi: 10 / 50.1
mux2i: 1 / 10.0
buf: 7 / 41.3
ha: 3 / 37.5
nor2b: 1 / 6.26
## worst max-delay path, cell delays in order (launching register included)
cell and delay, ns:
dfrtp_1 0.34, nor2b_1 0.12, clkdlybuf4s50_1 0.47
## cells by family after synthesis
kind of cell,synth area share
AOI/OAI and AO/OA,0.115
buffers and inverters,0.0501
DFF,0.578
and+or+nand+nor,0.157
adders and majority gates,0.0228
muxes,0.0607
xor gates and xnor gates,0.0159
## cell type report
| cell class | count | area share |
|---|---|---|
| Multi-Input combinational cell | 87 | 0.297 |
| Timing Repair Buffer | 24 | 0.112 |
| Tap cell | 108 | 0.0655 |
| Clock inverter | 2 | 0.00606 |
| Sequential cell | 38 | 0.462 |
| Clock buffer | 6 | 0.0400 |
| Inverter | 10 | 0.0182 |
## sequential cells by signal (all words and copies together), names as in the netlist
signal and cells:
rxd_out 8, rxd_done 1, MISO 1, rxd_done_prev 1, sck_sync 3, bit_count_rx 4, rxd_shift 7, txd_shift 7
cs_sync 2, bit_count_tx 4
## cell usage in the layout (no fill, tap or decap), types with 2 or more instances in the layout
master	count
buf_4	2
nor3_1	5
clkdlybuf4s50_1	21
dfstp_2	2
a2bb2oi_1	7
ha_1	3
mux2_2	8
nor2_1	3
nand2_1	24
inv_1	10
clkbuf_8	6
dfrtp_1	36
a211o_1	7
xnor2_1	2
a21oi_1	10
or3_1	2
## layer usage
| layer | wire, um | global-route usage |
|---|---|---|
| met3 | 207 | 0.0174 |
| met2 | 1140 | 0.0627 |
| met4 | 0 | 0.00330 |
| met5 | 0 | 0 |
| met1 | 1540 | 0.0722 |
## power by group
group	total [mW]	internal [mW]	switching, mW
Clock	0.227	0.118	0.109
Combinational	0.0680	0.0361	0.0320
Sequential	0.355	0.342	0.0127
## final timing paths
path                                  from           end  cells after the start
max                               rxd_done      rxd_flag                      2
max reg2reg                bit_count_tx[0]  txd_shift[5]                      5
min in group asynchronous              rst    rxd_out[2]                      2
max in group asynchronous              rst    cs_sync[0]                      2
min                             cs_sync[0]    cs_sync[1]                      0
min reg2reg                     cs_sync[0]    cs_sync[1]                      0
## metrics by stage
stage,instances,worst slack (ns)
finish,275,2.55
global route,275,2.48
CTS,275,2.53
detailed placement,267,2.82
global placement,267,2.86
floorplan,143,3.20
No activity file was given, so power comes from the tool's default toggle rates.
